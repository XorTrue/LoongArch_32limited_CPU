**/design/flow/constraint.sdc**
```tcl
current_design DRAM_SDP

set clk_period 16.8
set clk_io_pct 0.2

create_clock -name clk0 -period $clk_period [get_ports {clk}]

set non_clock_inputs [all_inputs -no_clocks]
set_input_delay [expr $clk_period * $clk_io_pct] -clock clk0 $non_clock_inputs
set_output_delay [expr $clk_period * $clk_io_pct] -clock clk0 [all_outputs]
```
**/design/flow/run.sh**
```bash
#!/bin/bash
# OpenROAD 26Q1-2900-gdf79404cd8, Yosys 0.63+post, stock flow scripts
make -C /OpenROAD-flow-scripts/flow DESIGN_CONFIG=/design/flow/config.mk WORK_HOME=/design/flow/orfs finish
```
**/design/flow/design.v**
```verilog
`timescale 1ns / 1ps
module DRAM_SDP # (
    parameter RAM_WIDTH = 32,                 
    parameter RAM_DEPTH = 64,                
    parameter RAM_PERFORMANCE = "LOW_LATENCY",
    parameter INIT_FILE = ""                      
)(  input clk,
    input [clogb2(RAM_DEPTH-1)-1:0] addr_w, 
    input [clogb2(RAM_DEPTH-1)-1:0] addr_r, 
    input [RAM_WIDTH-1:0] din_w,                                  
    input we_w,
    input en_r,   
    input rst_r,
    input reg_ce_r,                                                                                              
    output [RAM_WIDTH-1:0] dout_r              
    );
    reg [RAM_WIDTH-1:0] ram [RAM_DEPTH-1:0];
    reg [RAM_WIDTH-1:0] ram_data = {RAM_WIDTH{1'b0}};
    generate
        if (INIT_FILE != "") 
        begin: use_init_file
            initial
                $readmemh(INIT_FILE, ram, 0, RAM_DEPTH-1);
        end 
        else 
        begin: init_bram_to_zero
            integer ram_index;
            initial
                for(ram_index = 0;ram_index < RAM_DEPTH;ram_index = ram_index + 1)
                    ram[ram_index] = {RAM_WIDTH{1'b0}};
        end
    endgenerate
    always@(posedge clk) 
    begin
        if(we_w)
            ram[addr_w] <= din_w;
    end
    generate
        if (RAM_PERFORMANCE == "LOW_LATENCY") 
        begin: no_output_register
            assign dout_r = ram[addr_r];
        end 
        else 
        begin: output_register  
            reg [RAM_WIDTH-1:0] dout_r_reg = {RAM_WIDTH{1'b0}};
            always@(posedge clk)
            begin
                if (rst_r)
                    dout_r_reg <= {RAM_WIDTH{1'b0}};
                else if (reg_ce_r)
                    dout_r_reg <= ram_data;
            end
            assign dout_r = dout_r_reg;
        end
    endgenerate
    function integer clogb2;
        input integer depth;
        for(clogb2 = 0;depth > 0;clogb2 = clogb2 + 1)
            depth = depth >> 1;
    endfunction
endmodule
```
**/design/flow/config.mk**
```make
export PLATFORM = sky130hd
export DESIGN_NAME = DRAM_SDP
export DESIGN_NICKNAME = DRAM_SDP
export VERILOG_FILES = /design/flow/design.v
export SDC_FILE = /design/flow/constraint.sdc
export NUM_CORES = 4
export LEC_CHECK = 1
export CORE_UTILIZATION = 50
```
==> design notes <==
The post-layout utilization of the core is 0.5700, and the DRC violation total after the first TritonRoute iteration is 1918. Once the clock tree was built, the resizer swapped 0 gates to a different size. The cell type with the largest total area was edfxtp_1. The floorplan row count was 144; the post-synthesis chip area from yosys was 77870 um^2.

In this run the power density over the cells is 118.3 nW/um^2. The final timing report derives a shortest allowable period of 11.78 ns. For the maximum vdd ir drop, the log shows 0.09720 mV. Endpoints failing hold in the final report were tallied at 0. Per the post-synthesis report, the number of cells in the design is 3292. The class of the worst hold path was input pin to flop.

The most frequently used flop master after synthesis is edfxtp_1. The run gives 3 for the buffer depth of the longest clock path. The tools report the all-layer global routing usage as 0.2854. The final timing report gives a worst setup slack of 5.016 ns. The sequential element share of the synthesized area is 0.7897. The most critical setup path has its startpoint at addr_r[0]. The die outline height is 396.7 um, and the number of distinct standard cells referenced by the synthesized netlist is 33.

At the end of routability-driven placement, the weighted congestion stood at 0.9511. The run gives 0 for the reported max-cap violation count. The async set-or-reset flop fraction in the synthesized netlist was 0; the count of flip-flops with a built-in enable after synthesis was 2048. Per the finish-stage timing summary, setup violations number 0. The count of final max-slew check failures was 0. The tools report the total die size as 157300 um^2. In this run the cell area of the synthesized design comes to 77870 um^2.

The stage logs contain a warning count of 29. The routed wire length per instance came out at 33.47 um. For the pre-CTS setup slack, the log shows 5.274 ns. Critical path launch point type: an input pin. The initial standard-cell utilization of the core came out at 0.5043. The run gives 40590 as the number of global-route vias before repair. For the maximum achievable frequency, the log shows 84.86 MHz. The worst setup path category was input pin to output port.

The via total after detailed routing came out at 35380. The number of cells reported by Yosys stat comes to 3292. STA classifies the critical path endpoint as an output port. The logs give 273.9 mm for the wire length of the first global-routing pass and 0 for the count of nets left with antenna violations after detail routing. Post-cts hold-fix buffer tally: 0. With the portion of the clock cycle consumed by the worst path in the final layout at 0.7014, the sum of overflow across all layers after global routing is 0.

The run gives 0 ns for the total negative slack for setup checks. For the number of antenna violations at the first check in global routing, the log shows 11. The most frequently used library cell after synthesis is edfxtp_1. The HPWL after detailed placement is 101.7 mm. For this block, the routed nets add up to 192.4 mm of wire.

For this run, the detailed router reports a per-instance via density of 6.153. Setup repair after global routing left no endpoint under its margin. The horizontal die dimension was 396.7 um. The leakage power in the latest report is 27.22 nW. According to the timing report, the critical path is captured at dout_r[28].

The flow ran to the end, and the final reports show no timing, DRC or antenna violations. The region available for standard cell placement spans 154400 um^2. The cell at the root of the clock tree is clkbuf_16. The synthesis run shows the most used standard cells to be edfxtp_1 (2048), mux4_2 (544), nor2_1 (137). The register with the most flip-flops in the layout has 2048 of them. The run gives 0.2873 for the proportion of layout cells with a drive suffix above 1. For this run, the detailed router's first-pass iteration total came to 26. 81 I/O pins were placed. The critical-path maximum fanout works out to 78. The clock net in this run drives a total of 2048 sinks. After synthesis, the cell types taking the most area are edfxtp_1 (79%), mux4_2 (16%), mux2i_1 (1.2%).

The depth of the CTS H-tree is 4. The post-CTS setup-driven buffer insertion count came out at 0. The flow measured a signed area growth from synthesis to layout of 13.01%. On the reported timing paths, the clock transition at the registers reads 0.06 ns. Entering global routing, the biggest net connects 98 pins. TritonCTS built the clock tree. The register with the most flip-flops was ram. The warning count from the yosys run is 1, and the number of input and output port buffers inserted is 77.

The synthesized design contains 2048 register bits. In the final layout, the registers with the most flip-flops are ram (2048). With the arrival time of the worst setup path at 8.42 ns, the endpoint required time on the critical path is 13.44 ns.

The count of filler cells inserted in the layout is 10700. For this run, design rule violations remaining after detail routing come to 0. The relative max-transition margin was 0.1910; the average size of a mapped cell was 23.66 um^2. CTS added clock buffers totalling 196. At the pin with the least slew margin, the transition time is 1.214 ns. The run gives 0.7897 for the area share of the largest cell type after synthesis.
logic make-up (layout without fill, tap and decap cells):
| kind of cell | after synthesis | count (layout) | synth area share |
|---|---|---|---|
| flip-flops | 2048 | 2048 | 0.7897 |
| multiplexers | 637 | 637 | 0.1693 |
| buffers and inverters | 182 | 586 | 0.01138 |
| AND-OR/OR-AND | 202 | 202 | 0.01687 |
| other | 0 | 10 | 0 |
| AND/OR/NAND/NOR | 223 | 223 | 0.01276 |
area by class of cell:
class	instances	area (um^2)	area share
Timing Repair Buffer	226	1804	0.02050
Clock inverter	116	942.2	0.01071
Sequential cell	2048	61500	0.6988
Antenna cell	10	25.02	0.0002843
Clock buffer	244	5213	0.05923
Tap cell	2044	2557	0.02906
Multi-Input combinational cell	1062	15970	0.1814
report_power, final:
| group | internal [mW] | total [mW] | switching, mW | leakage [nW] |
|---|---|---|---|---|
| registers | 5.66 | 5.67 | 0.00754 | 18.4 |
| logic | 0.203 | 0.548 | 0.345 | 5.77 |
| clock network | 2.40 | 4.19 | 1.79 | 3.03 |
stage by stage:
| stage | hold WS, ns | area [um^2] | total power, mW | cells |
|---|---|---|---|---|
| final | 2.981 | 88010 | 10.41 | 5750 |
| after global routing | 2.953 | 87990 | 10.72 | 5744 |
| after detailed placement | 3.796 | 81830 | 6.321 | 5380 |
| after global placement | 3.787 | 81830 | 6.304 | 5380 |
| after CTS | 2.927 | 87980 | 10.49 | 5740 |
| after floorplan | 3.459 | 77870 | 6.050 | 3292 |
critical path, cell delays in order:
cell and delay, ns:
buf_8 0.45, buf_12 0.58, buf_4 0.68, buf_4 0.55, mux4_2 0.56, o221ai_1 0.35, a21oi_1 0.18, a21oi_1 0.83
nor2_1 0.20, clkdlybuf4s50_1 0.47
worst min-delay path by stage:
stage	slack (ns)	startpoint	cells after the start	to
after CTS	2.93	din_w[27]	1	ram[36][27]
after global routing	2.95	din_w[27]	1	ram[36][27]
final	2.98	din_w[27]	1	ram[36][27]
per-layer routing:
layer | track usage | up-vias | wire length (um)
li1 | - | 14690 | -
met1 | 0.3148 | 17610 | 53020
met2 | 0.4040 | 2762 | 92210
met3 | 0.2628 | 305 | 40180
met4 | 0.06964 | 18 | 6023
met5 | 0.06065 | - | 1007
layout by cell type (no fill, tap or decap), types with 8 or more instances in the layout:
| cell type | Yosys | final |
|---|---|---|
| a311oi_1 | 8 | 8 |
| a21oi_1 | 62 | 62 |
| mux4_2 | 544 | 544 |
| bufinv_16 | 0 | 14 |
| nor2b_1 | 15 | 15 |
| clkinv_2 | 0 | 38 |
| diode_2 | 0 | 10 |
| clkinv_1 | 0 | 53 |
| a22oi_1 | 12 | 12 |
| nor2_1 | 137 | 75 |
| buf_2 | 57 | 32 |
| nand2_1 | 26 | 26 |
| clkbuf_16 | 0 | 202 |
| o22ai_1 | 84 | 84 |
| o221ai_1 | 27 | 27 |
| edfxtp_1 | 2048 | 2048 |
| buf_4 | 25 | 145 |
| clkbuf_1 | 74 | 42 |
| nor2_4 | 0 | 62 |
| mux2i_1 | 93 | 93 |
| nand2b_1 | 8 | 8 |
| clkdlybuf4s50_1 | 0 | 41 |
Power figures rest on the tool's default switching activity, not on a simulated workload.
